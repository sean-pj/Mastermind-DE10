**design/flow/config.mk**
```make
export PLATFORM = sky130hd
export DESIGN_NAME = Mastermind
export DESIGN_NICKNAME = Mastermind
export VERILOG_FILES = /design/flow/design.v
export SDC_FILE = /design/flow/constraint.sdc
export NUM_CORES = 4
export LEC_CHECK = 1
export CORE_UTILIZATION = 40
```
**design/flow/constraint.sdc**
```tcl
current_design Mastermind

set clk_period 4.6
set clk_io_pct 0.2

create_clock -name clk0 -period $clk_period [get_ports {KEY}]
create_clock -name clk1 -period $clk_period [get_ports {MAX10_CLK1_50}]

set non_clock_inputs [all_inputs -no_clocks]
set_input_delay [expr $clk_period * $clk_io_pct] -clock clk0 $non_clock_inputs
set_output_delay [expr $clk_period * $clk_io_pct] -clock clk0 [all_outputs]
```
**design/flow/design.v**
```verilog
module seven_segment (
	input [2:0] d0,
	input [2:0] d1,
	input [2:0] d2,
	input [2:0] d3,
	output [6:0]HEX0,
	output [6:0]HEX1,
	output [6:0]HEX2,
	output [6:0]HEX3
);
	reg[6:0] hex0_segments;
	reg[6:0] hex1_segments;
	reg[6:0] hex2_segments;
	reg[6:0] hex3_segments;
	function [6:0] hex_segments;
		input [2:0] d;
		case (d)
			5'd1:  begin hex_segments = 7'b1111001; end  
			5'd2:  begin hex_segments = 7'b0100100; end  
			5'd3:  begin hex_segments = 7'b0110000; end  
			5'd4:  begin hex_segments = 7'b0011001; end  
			5'd5:  begin hex_segments = 7'b0010010;  end  
			5'd6:  begin hex_segments = 7'b0000010;  end  
			default: begin
				 hex_segments = 7'b1000000;
			end
		endcase
	endfunction
	always @(d0, d1, d2, d3) begin
		hex0_segments = hex_segments(d0);
		hex1_segments = hex_segments(d1);
		hex2_segments = hex_segments(d2);
		hex3_segments = hex_segments(d3);
	end
	assign HEX0 = hex0_segments;
	assign HEX1 = hex1_segments;
	assign HEX2 = hex2_segments;
	assign HEX3 = hex3_segments;
endmodule
module Mastermind(
	input [9:0] SW,
	input [1:0] KEY,
	input MAX10_CLK1_50,
	output [9:0] LEDR,
	output [6:0] HEX0,
	output [6:0] HEX1,
	output [6:0] HEX2,
	output [6:0] HEX3
	);
	reg[2:0] d0, d1, d2, d3 = 3'd0;
	reg[2:0] s0, s1, s2, s3;
	reg [2:0] w0, w1, w2, w3;
	reg [2:0] prev_sw;
	reg [9:0] LEDreg;
	integer i = 0;
	integer wp_count = 6;
	initial begin
		s0 = 3'd2;
		s1 = 3'd1;
		s2 = 3'd1;
		s3 = 3'd1;
	end
	always @(negedge KEY[1]) begin
		LEDreg[9:0] = 10'b0000000000;
		if ({d0, d1, d2, d3} == {s0, s1, s2, s3}) 
			LEDreg[0] = 1;
		else begin
			w0 = s0;
			w1 = s1;
			w2 = s2;
			w3 = s3;
			wp_count = 6;
			if (d0 == s0) begin
				LEDreg[2] = 1;
				w0 = 3'd7;  
			end
			if (d1 == s1) begin
				LEDreg[3] = 1;
				w1 = 3'd7;
			end
			if (d2 == s2)begin
				LEDreg[4] = 1;
				w2 = 3'd7;
			end
			if (d3 == s3) begin
				LEDreg[5] = 1;
				w3 = 3'd7;
			end
			white_peg(d0);
			white_peg(d1);
			white_peg(d2);
			white_peg(d3);
		end	
	end
	task white_peg;
		input [2:0] num;
		case (num)
			w0: begin
				LEDreg[wp_count] = 1;
				wp_count = wp_count + 1;
				remove_value(w0);
			end
			w1: begin
				LEDreg[wp_count] = 1;
				wp_count = wp_count + 1;
				remove_value(w1);
			end
			w2: begin
				LEDreg[wp_count] = 1;
				wp_count = wp_count + 1;
				remove_value(w2);
			end
			w3: begin
				LEDreg[wp_count] = 1;
				wp_count = wp_count + 1;
				remove_value(w3);
			end
			default: begin 
				LEDreg[wp_count] = 0;
			end
		endcase
	endtask
	task remove_value;
		input [2:0] num;
		if (w0 == num)
			w0 = 3'd7;
		if (w1 == num)
			w1 = 3'd7;
		if (w2 == num)
			w2 = 3'd7;
		if (w3 == num)
			w3 = 3'd7;
	endtask
	always @(negedge KEY[0]) begin
		if (i == 3)
			i = 0;
		else
			i = i + 1;
	end
	always @(posedge MAX10_CLK1_50) begin
		if (SW[2:0] != prev_sw) begin
        prev_sw <= SW[2:0];
        case(i)
            0: d0 <= SW[2:0];
            1: d1 <= SW[2:0];
            2: d2 <= SW[2:0];
            3: d3 <= SW[2:0];
        endcase
		end
	end
	seven_segment seven_segment(
		.d0(d0),
		.d1(d1),
		.d2(d2),
		.d3(d3),
		.HEX0(HEX0),
		.HEX1(HEX1),
		.HEX2(HEX2),
		.HEX3(HEX3)
	);
	assign LEDR[9:0] = LEDreg;
endmodule
```
**design/flow/run.sh**
```bash
#!/bin/bash
# OpenROAD 26Q1-2900-gdf79404cd8, Yosys 0.63+post, stock flow scripts
make -C /OpenROAD-flow-scripts/flow DESIGN_CONFIG=/design/flow/config.mk WORK_HOME=/design/flow/orfs finish
```
==> flow_summary.yaml <==
# yosys + openroad results
status:
  status: "complete, but fails checks"
  failing_checks: "setup timing"
setup_path:
  crit_path_max_fanout: 3
  reg2reg_slack_ps: -2940
  cells_along_the_critical_path: "or3b_4 -> inv_4 -> ha_4 -> or4_4 -> o311ai_4 -> o21ai_2 -> ha_4 -> o31a_1 -> a31oi_1 -> o21ai_1 -> a211oi_2 -> inv_2 -> o311ai_4 -> o32ai_4 -> nand2_2 -> xnor2_2 -> ha_2 -> nand2b_1 -> nor2_1 -> ha_1 -> or4b_4 -> or4_4 -> o21ai_2"
  worstSetupEndpointType: "register"
  critPathKind: "register to register"
  worst-r2r-cell-count: 23
  cp_startpoint_kind: "register"
  timing.critical_path.slowest_stage_cell: "sky130_fd_sc_hd__or4_4"
  critical-path-max-stage-delay_ps: 520
  cp.required_ps: 2510
  worst_reg2reg_path_endpoint: "LEDreg[0]"
  origin_of_the_critical_flop_to_flop_path: "d3[1]"
  worst_endpoint_data_arrival_time_ps: 5440
power:
  power.density_cell_area_nw_per_um2: 182
  total_power_uw: 1090
  worst_vdd_ir_mv: 0.313
  power_leakage_uw: 0.00262
route:
  num_vias: 4131
  detailedRoute.firstIterationViolations: 149
  wl_cell_um: 13.4
  ant_nets: 0
  drt_pre_antenna_iters: 5
  routed_wl_mm: 10.6
  detail_route.vias_per_cell: 5.22
  antennaDiodeCount: 0
  remaining_drc_errors: 0
synthesis:
  ys_seq_share_pct: 31.7
  synth-edff-count: 15
  synth-area-yosys_sq_um: 4070
  syn-cell-area_sq_um: 4070
  yosysCellCount: 468
  synth_area_per_cell_sq_um: 8.70
  synthesis.instances: 468
  ys.flop_type: "sky130_fd_sc_hd__dfxtp_1"
  synth_cell_type_count: 76
  ys.warnings.count: 2
  synth_flops: 57
  postSynth.asyncResetShare_pct: 0
global_route:
  antenna_violations_before_repair: 0
  first_pass_grt_wire_length_mm: 17.9
  grt_max_degree: 19
  groute.usage.overall_pct: 21.8
  globalRouteOverflowTotal: 0
  first_global_vias: 3966
hold_path:
  whs_endpoint: "i[31]"
  hold_depth: 1
  min-delay-start: "i[31]"
  worst_hold_path_type: "register to register"
die:
  die-width_um: 103
  die_area_sq_um: 10600
  dieHeight_um: 103
  placeableCoreArea_sq_um: 9820
  row_count: 36
  fp_util_pct: 41.5
  pin_count: 51
cts:
  cts_hold_buffers: 0
  clkSlewWorstSetupHoldPaths_ps: 50
  tritoncts_clock_tree: "built"
  numClockSinks: 57
sta:
  final-max-slew-violation-count: 0
  timing.clock.skew_ps: 11.9
  max_slew_margin_pct: 64.7
  timing.final.setup_violations: 10
  timing.final.hold_violations: 0
  post-route-worst-setup-slack_ps: -2940
  worst_slew_pin_slew_ps: 526
  unrepaired_setup_endpoints_after_global_routing: "true"
cells_and_area:
  finish.utilization_pct: 61.1
  areaGrowthSynthToFinish_pct: 47.4
  drive_above_1_share_pct: 28.5
  most_frequent_logic_cell_in_the_layout: "sky130_fd_sc_hd__buf_4"
  layout.cells.most_common_list: "sky130_fd_sc_hd__buf_4, sky130_fd_sc_hd__inv_1, sky130_fd_sc_hd__dfxtp_1, sky130_fd_sc_hd__clkdlybuf4s50_1, sky130_fd_sc_hd__nand2_1"
place:
  dp_hpwl_mm: 7.69
  gp_congestion: 0.924
  io_buffer_count: 41
flow_run:
  openroad.warnings: 145
  max_cap_violations: 0
## cell families after synthesis
| family | after synthesis | share of synthesized area [%] |
|---|---|---|
| muxes | 19 | 4.76 |
| xor gates and xnor gates | 40 | 8.60 |
| buffers and inverters | 45 | 5.07 |
| adders and majority gates | 20 | 6.14 |
| AOI/OAI and AO/OA | 91 | 16.8 |
| other | 1 | 0.0921 |
| and+or+nand+nor | 195 | 26.8 |
| DFF | 57 | 31.7 |
## state kept, by name (all words and copies together) (netlist names)
name,flops
i,32
LEDreg,10
d0,3
d1,3
d2,3
d3,3
prev_sw,3
## layout make-up
| class | count | area [sq um] |
|---|---|---|
| tap | 133 | 166 |
| timing repair buffer | 160 | 1350 |
| sequential | 57 | 1290 |
| multi-input combinational | 366 | 2760 |
| clock buffer | 12 | 155 |
| clock inverter | 45 | 203 |
| fill | 802 | 3820 |
| inverter | 19 | 73.8 |
## power by group
group          internal (uW)  switching [uW]
combinational           8.10            7.61
sequential               521            1.33
clock                    328             226
total                    858             235
## synth_stat cells, types with 3 or more instances
master / instances / area, sq um
sky130_fd_sc_hd__a21boi_0: 4 / 30.0
sky130_fd_sc_hd__a21oi_1: 18 / 90.1
sky130_fd_sc_hd__a22o_1: 3 / 26.3
sky130_fd_sc_hd__a31oi_1: 5 / 31.3
sky130_fd_sc_hd__and2_1: 8 / 50.1
sky130_fd_sc_hd__and3_1: 15 / 93.8
sky130_fd_sc_hd__and4_1: 4 / 35.0
sky130_fd_sc_hd__buf_2: 6 / 30.0
sky130_fd_sc_hd__buf_4: 6 / 45.0
sky130_fd_sc_hd__clkbuf_1: 10 / 37.5
sky130_fd_sc_hd__dfxtp_1: 42 / 841
sky130_fd_sc_hd__edfxtp_1: 15 / 450
sky130_fd_sc_hd__ha_1: 20 / 250
sky130_fd_sc_hd__inv_1: 15 / 56.3
sky130_fd_sc_hd__inv_2: 6 / 22.5
sky130_fd_sc_hd__mux2i_1: 16 / 160
sky130_fd_sc_hd__nand2_1: 37 / 139
sky130_fd_sc_hd__nand2b_1: 5 / 31.3
sky130_fd_sc_hd__nand3_1: 29 / 145
sky130_fd_sc_hd__nand4_1: 18 / 113
sky130_fd_sc_hd__nor2_1: 36 / 135
sky130_fd_sc_hd__nor2b_1: 3 / 18.8
sky130_fd_sc_hd__nor3_1: 6 / 30.0
sky130_fd_sc_hd__nor4_1: 13 / 81.3
sky130_fd_sc_hd__o211ai_1: 5 / 37.5
sky130_fd_sc_hd__o21a_1: 4 / 30.0
sky130_fd_sc_hd__o21ai_0: 18 / 90.1
sky130_fd_sc_hd__o21ai_1: 5 / 25.0
sky130_fd_sc_hd__xnor2_1: 31 / 272
sky130_fd_sc_hd__xor2_1: 9 / 78.8
## critical path: cells and delay by family (launching register included)
kind	cells	cell delay, ps
buffers and inverters	2	180
xor gates and xnor gates	1	110
AOI/OAI and AO/OA	9	1410
and+or+nand+nor	7	2250
adders and majority gates	4	870
DFF	1	380
## timing repair
action / 4_1_cts / 5_1_grt
endpoints found under the setup margin: 10 / 10
gates cloned: 1 / 0
pin swaps: 14 / 20
resized: 22 / 14
buffers inserted: 19 / 5
## worst max path at each step
stage | startpoint | endpoint | slack (ps) | cells after the start
4_1_cts | d3[2] | LEDreg[0] | -2810 | 23
5_1_grt | d3[1] | LEDreg[0] | -3100 | 23
6_report | d3[1] | LEDreg[0] | -2940 | 23
## metal layers
metal | GRT usage, % | up-vias | share of wire [%]
li1 | - | 2086 | -
met1 | 32.8 | 1917 | 49
met2 | 33.0 | 117 | 45
met3 | 4.07 | 11 | 4.7
met4 | 6.07 | 0 | 0.93
met5 | 0 | - | 0
## through the flow
stage	hold slack (ps)	cells	TNS, ps	setup WS (ps)	area, sq um
3_5_place_dp	450	720	-26870	-2990	5360
2_1_floorplan	433	468	-25120	-2900	4150
5_1_grt	494	792	-27910	-3100	6000
3_3_place_gp	448	720	-26120	-2870	5360
4_1_cts	455	792	-25440	-2810	5960
6_report	458	792	-26040	-2940	6000
Power is estimated from default activity; no workload was simulated.
